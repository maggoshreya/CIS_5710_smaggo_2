==> flow/design.v <==
`timescale 1ns / 1ps
module gp1 (
    input  wire a,
    b,
    output wire g,
    p
);
  assign g = a & b;
  assign p = a | b;
endmodule
module gp4 (
    input wire [3:0] gin, pin,
    input wire cin,
    output wire gout, pout,
    output wire [2:0] cout
);
  logic g3, g2, g1, g0;
  logic p3, p2, p1, p0;
  assign g3 = gin[3];
  assign g2 = gin[2];
  assign g1 = gin[1];
  assign g0 = gin[0];
  assign p3 = pin[3];
  assign p2 = pin[2];
  assign p1 = pin[1];
  assign p0 = pin[0];
  assign cout[0] = g0 | (p0 & cin);
  assign cout[1] = g1 | (p1 & g0) | (p1 & p0 & cin);
  assign cout[2] = g2 | (p2 & g1) | (p2 & p1 & g0) | (p2 & p1 & p0 & cin);
  assign gout = (g3 | g2) | (p3 & p2) & (g1 | g0);
  assign pout = p0 & p1 & p2 & p3;
endmodule
module gp8 (
    input wire [7:0] gin, pin,
    input wire cin,
    output wire gout, pout,
    output wire [6:0] cout,
    output wire next_carry
);
  logic g7, g6, g5, g4, g3, g2, g1, g0;
  logic p7, p6, p5, p4, p3, p2, p1, p0;
  assign g7 = gin[7];
  assign g6 = gin[6];
  assign g5 = gin[5];
  assign g4 = gin[4];
  assign g3 = gin[3];
  assign g2 = gin[2];
  assign g1 = gin[1];
  assign g0 = gin[0];
  assign p7 = pin[7];
  assign p6 = pin[6];
  assign p5 = pin[5];
  assign p4 = pin[4];
  assign p3 = pin[3];
  assign p2 = pin[2];
  assign p1 = pin[1];
  assign p0 = pin[0];
  assign cout[0] = g0 | (p0 & cin);
  assign cout[1] = g1 | (p1 & g0) | (p1 & p0 & cin);
  assign cout[2] = g2 | (p2 & g1) | (p2 & p1 & g0) | (p2 & p1 & p0 & cin);
  assign cout[3] = g3 | (p3 & g2) | (p3 & p2 & g1) | (p3 & p2 & p1 & g0) | (p3 & p2 & p1 & p0 & cin);
  assign cout[4] = g4 | (p4 & g3) | (p4 & p3 & g2) | (p4 & p3 & p2 & g1) | (p4 & p3 & p2 & p1 & g0) | (p4 & p3 & p2 & p1 & p0 & cin);
  assign cout[5] = g5 | (p5 & g4) | (p5 & p4 & g3) | (p5 & p4 & p3 & g2) | (p5 & p4 & p3 & p2 & g1) | (p5 & p4 & p3 & p2 & p1 & g0) | (p5 & p4 & p3 & p2 & p1 & p0 & cin);
  assign cout[6] = g6 | (p6 & g5) | (p6 & p5 & g4) | (p6 & p5 & p4 & g3) | (p6 & p5 & p4 & p3 & g2) | (p6 & p5 & p4 & p3 & p2 & g1) | (p6 & p5 & p4 & p3 & p2 & p1 & g0) | (p6 & p5 & p4 & p3 & p2 & p1 & p0 & cin);
  assign gout = (g3 | g2) | (p3 & p2) & (g1 | g0);
  assign pout = p0 & p1 & p2 & p3;
  assign next_carry = g7 | (p7 & cout[6]);
endmodule
module cla (
    input  wire [31:0] a,
    b,
    input  wire        cin,
    output wire [31:0] sum
);
  logic [31:0] l1_gen_store;
  logic [31:0] l1_prop_store;
  logic [32:0] l2_gen_store;
  logic [32:0] l2_prop_store;
  logic [31:0] carry_outs;
  logic [31:0] gp4_carry_outs;
  logic [31:0] gp4_gout; 
  logic [31:0] gp4_pout;
  logic [31:0] carry_ins;
  logic c8;
  logic c16;
  logic c24;
  logic c32;
  genvar i;
  for(i = 0; i<32; i++) begin
    gp1 gp1_inst_n(
      .a(a[i]),
      .b(b[i]),
      .g(l1_gen_store[i]),
      .p(l1_prop_store[i])
    );
  end
  gp8 gp8_inst_0(
    .gin(l1_gen_store[7:0]),
    .pin(l1_prop_store[7:0]),
    .cin(cin),
    .gout(l2_gen_store[8]),
    .pout(l2_prop_store[8]),
    .cout(carry_outs[7:1]),
    .next_carry(c8)
  );
  gp8 gp8_inst_1(
    .gin(l1_gen_store[15:8]),
    .pin(l1_prop_store[15:8]),
    .cin(c8),
    .gout(l2_gen_store[16]),
    .pout(l2_prop_store[16]),
    .cout(carry_outs[15:9]),
    .next_carry(c16)
  );
  gp8 gp8_inst_2(
    .gin(l1_gen_store[23:16]),
    .pin(l1_prop_store[23:16]),
    .cin(c16),
    .gout(l2_gen_store[24]),
    .pout(l2_prop_store[24]),
    .cout(carry_outs[23:17]),
    .next_carry(c24)
  );
  gp8 gp8_inst_3(
    .gin(l1_gen_store[31:24]),
    .pin(l1_prop_store[31:24]),
    .cin(c24),
    .gout(l2_gen_store[32]),
    .pout(l2_prop_store[32]),
    .cout(carry_outs[31:25]),
    .next_carry(c32)
  );
  assign carry_outs[8] = c8;
  assign carry_outs[16] = c16;
  assign carry_outs[24] = c24;
  assign sum = (carry_outs | {31'b0, cin}) ^ a ^ b;
endmodule
==> flow/run.sh <==
#!/bin/bash
# OpenROAD 26Q1-2900-gdf79404cd8, Yosys 0.63+post, stock flow scripts
make -C /OpenROAD-flow-scripts/flow DESIGN_CONFIG=/design/flow/config.mk WORK_HOME=/design/flow/orfs finish
==> flow/config.mk <==
export PLATFORM = sky130hd
export DESIGN_NAME = cla
export DESIGN_NICKNAME = cla
export VERILOG_FILES = /design/flow/design.v
export SDC_FILE = /design/flow/constraint.sdc
export NUM_CORES = 4
export LEC_CHECK = 1
export CORE_AREA = 10 10 100 100
export DIE_AREA = 0 0 110 110
==> flow/constraint.sdc <==
current_design cla

set clk_period 13.6
set clk_io_pct 0.2

create_clock -name clk0 -period $clk_period

set non_clock_inputs [all_inputs -no_clocks]
set_input_delay [expr $clk_period * $clk_io_pct] -clock clk0 $non_clock_inputs
set_output_delay [expr $clk_period * $clk_io_pct] -clock clk0 [all_outputs]
==> notes.md <==
Implementation status.

- The y dimension of the die is around 110 um.
- For reference, the top cells by area after synthesis are sky130_fd_sc_hd__xnor2_1 (34%), sky130_fd_sc_hd__fa_1 (11%), sky130_fd_sc_hd__inv_1 (7.7%).
- OpenSTA, run right after detailed placement, puts the worst setup slack at -0.0852 ns.
- Counting stages on the worst path, the most repeated cell is sky130_fd_sc_hd__maj3_2.
- The worst-case vdd ir drop is roughly 0.000018 V.
- The largest total area in the synthesized netlist belongs to sky130_fd_sc_hd__xnor2_1.
- For reference, the post-synthesis area per instance comes to between 7 and 8 sq um.
- The first global-routing pass estimated roughly 6100 um of wire.
- Setup repair after global routing left no endpoint under its margin.
- In this run the maximum-capacitance check reported violations numbering 0.
- The number of fillers in the final layout is between 800 and 900.
- The highest fanout seen on the critical path is 3.
- The overall die area is ~0.012 sq mm.
- The worst-margin pin slew is slightly below 0.4 ns.
- The flow ran to the end, and the final reports show no timing, DRC or antenna violations.
- The remaining number of nets flagged by the antenna check after routing is 0.
- The minimum period implied by the final worst setup slack is between 10 and 15 ns.
- Overall routing resource usage recorded by global route was between 6 and 7%.
- The combined buffer and inverter count along the critical path is 6.
- The core footprint is 0.00781 sq mm.
- Per the detail_route report, vias per standard cell equal roughly 3.6.
- Summing all multi-input logic gate instances after layout gives roughly 0.0011 sq mm.
- The post-synthesis instance area is 0.00112 sq mm.
- The HPWL reported at the end of detailed placement is around 3900 um.
- In the Yosys report, the sequential cells make up 0% of the chip area.
- The area taken by flip-flops and latches is 0 sq um.
- Per the final layout report, the fraction of cells sized above drive strength 1 comes to a little under a fifth.
- For the worst setup path, the data required time is 10.88 ns.
- The maximum clock frequency is 0.0767 GHz.
- The maximum cell stage delay along the critical path is 0.50 ns.
- STA classifies the critical path endpoint as an output port.
- The via count of the first global-routing pass is 1,215.
- The critical path's top delay family is adder cells.
- The post-route standard cell area excluding fillers is between 0.002 and 0.0025 sq mm.
- The count of routing violations after the opening detailed-route iteration is 18.
- Counting endpoints that fail hold in the final report gives 0.
- The total power density per cell area is approximately 48 mW/mm^2.
- The area growth from synthesis to layout is 115%.
- The remaining design rule violation count is 0.
- The final worst-path cycle share is a little over nine tenths.
- Summed over all cells, the static leakage comes to 0.926 nW.
- The script logs the mean routed wire length per placed instance as between 10 and 15 um.
- The number of I/O port buffers is 97.
- RePlAce ended its routability-driven mode at a weighted congestion of 0.744.
- In this run the cell area measured after placement is between 0.002 and 0.0025 sq mm.
- The detailed router reported a total wirelength of between 4000 and 5000 um.
- 0 antenna diodes ended up in the layout.
- The number of antenna violations at the first check in global routing is 0.
- The class of the worst hold path is in -> out.
- Counting the warning lines in the Yosys log gives 1.
- The worst-case max-slew headroom was logged as roughly three quarters.
- The number of top-level design ports is 97.
- The number of distinct library cell variants in the gate-level netlist after synthesis is 27.
- Global routing finished with a remaining overflow of 0.
- After technology mapping, the gate count stands at 146.
- The area fraction of the dominant cell type after synthesis is between 30% and 40%.
- The type of element launching the critical path is an input pin.
- The vias after detailed routing is 1,279.
- The cell with the biggest individual delay on the critical path is sky130_fd_sc_hd__clkdlybuf4s50_1.
- The final layout report lists a clock buffer count of 0.
- The critical path in this run is classified as in -> out.
- Row generation in the floorplan step produced 32 rows.
- The first detailed-routing pass ran for 4 iterations.
- The final sequential cell count is 0.
- The maximum number of pins on one net before global-route repair is 6.
- Warnings raised by the tools during the run amount to 33.
- The final timing report counts setup violations totalling 0.
- The arrival time of data at the worst endpoint is listed as slightly above 10 ns.
- The horizontal die dimension is ~110 um.
- Pins over their slew limit in the final report were tallied at 0.
- For this design, Yosys synthesis ends with a cell count of between 100 and 150.
- The floorplan core density is between 10% and 20%.
- The worst-case setup margin in the final layout is between 0.5 and 0.6 ns.
- The chip area estimate from yosys synthesis is ~0.0011 sq mm.
through the flow:
step | std cells | utilization, % | hold slack (ns) | TNS (ns) | power, mW
6_report | 359 | 30.8 | 6.21 | 0 | 0.115
2_1_floorplan | 146 | - | 5.47 | 0 | 0.0374
3_3_place_gp | 355 | 29.3 | 6.46 | -0.131 | 0.112
4_1_cts | 355 | 29.4 | 6.48 | 0 | 0.113
3_5_place_dp | 355 | 29.3 | 6.47 | -0.0852 | 0.112
5_1_grt | 359 | 30.8 | 6.27 | 0 | 0.127
cells in the final DEF (no fill, tap or decap), drive strengths merged:
cell type      count
clkdlybuf4s50     96
xnor2             44
inv               23
buf               14
maj3              10
nor2               9
nand2              7
o21ai              7
and2               6
xor2               6
fa                 6
or2                5
nor2b              5
a31oi              2
nand2b             2
a221oi             2
a211oi             2
ha                 2
nor3               2
o31ai              1
o211a              1
a221o              1
o41ai              1
o221ai             1
a21o               1
dlymetal6s2s       1
cell type report:
cell class / instances / share of cell area, %
Inverter: 23 / 3.60
Timing Repair Buffer: 111 / 44.9
Multi-Input combinational cell: 123 / 46.2
Tap cell: 102 / 5.32
routing by layer:
| layer | track usage, % | wire length (um) |
|---|---|---|
| met5 | 0 | 0 |
| met2 | 12.7 | 2640 |
| met1 | 7.06 | 1440 |
| met3 | 0.118 | 40 |
| met4 | 0.465 | 34 |
where the power goes:
group	total [mW]	leakage [nW]	switching [mW]	internal, mW
Sequential	0	0	0	0
Combinational	0.115	0.926	0.0353	0.0799
Clock	0	0	0	0
cell usage after synthesis:
cell / number
sky130_fd_sc_hd__nor2b_1: 4
sky130_fd_sc_hd__o31ai_2: 1
sky130_fd_sc_hd__o221ai_1: 1
sky130_fd_sc_hd__o21ai_1: 3
sky130_fd_sc_hd__xnor2_1: 44
sky130_fd_sc_hd__a211oi_1: 2
sky130_fd_sc_hd__a221oi_1: 1
sky130_fd_sc_hd__or2_2: 5
sky130_fd_sc_hd__o41ai_2: 1
sky130_fd_sc_hd__fa_1: 6
sky130_fd_sc_hd__a31oi_1: 2
sky130_fd_sc_hd__nor3_1: 2
sky130_fd_sc_hd__and2_1: 6
sky130_fd_sc_hd__a21o_1: 1
sky130_fd_sc_hd__a221oi_2: 1
sky130_fd_sc_hd__a221o_1: 1
sky130_fd_sc_hd__nand2_1: 7
sky130_fd_sc_hd__inv_1: 23
sky130_fd_sc_hd__o211a_1: 1
sky130_fd_sc_hd__nand2b_1: 2
sky130_fd_sc_hd__maj3_1: 5
sky130_fd_sc_hd__xor2_1: 6
sky130_fd_sc_hd__nor2b_4: 1
sky130_fd_sc_hd__maj3_2: 5
sky130_fd_sc_hd__nor2_1: 9
sky130_fd_sc_hd__o21ai_0: 4
sky130_fd_sc_hd__ha_1: 2
worst min-delay path, stage by stage:
cell	delay (ns)
sky130_fd_sc_hd__clkdlybuf4s50_1	0.47
sky130_fd_sc_hd__xnor2_1	0.07
sky130_fd_sc_hd__xnor2_1	0.13
sky130_fd_sc_hd__dlymetal6s2s_1	0.09
worst paths after layout:
path	from	endpoint	slack [ns]	cells past startpoint
max	a[0]	sum[30]	0.56	37
min	b[31]	sum[31]	6.21	4
timing repair:
item | 4_1_cts | 5_1_grt
hold buffers | 0 | 0
resized | 3 | 20
setup endpoints to repair | 1 | 4
pin swaps | 0 | 13
buffers inserted | 0 | 4
kinds of logic after synthesis:
family	synth area share, %
adder cells (fa/ha/maj)	22.5
buffers and inverters	7.73
AND-OR/OR-AND	13.5
XOR/XNOR	39.2
AND/OR/NAND/NOR	17.0
Power figures rest on the tool's default switching activity, not on a simulated workload.
